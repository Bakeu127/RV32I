[design/flow/run.sh]
#!/bin/bash
# OpenROAD 26Q1-2900-gdf79404cd8, Yosys 0.63+post, stock flow scripts
make -C /OpenROAD-flow-scripts/flow DESIGN_CONFIG=/design/flow/config.mk WORK_HOME=/design/flow/orfs finish
[design/flow/config.mk]
export PLATFORM = sky130hd
export DESIGN_NAME = alu32
export DESIGN_NICKNAME = alu32
export VERILOG_FILES = /design/flow/design.v
export SDC_FILE = /design/flow/constraint.sdc
export NUM_CORES = 4
export LEC_CHECK = 1
export CORE_UTILIZATION = 40
[design/flow/constraint.sdc]
current_design alu32

set clk_period 12.6
set clk_io_pct 0.2

create_clock -name clk0 -period $clk_period

set non_clock_inputs [all_inputs -no_clocks]
set_input_delay [expr $clk_period * $clk_io_pct] -clock clk0 $non_clock_inputs
set_output_delay [expr $clk_period * $clk_io_pct] -clock clk0 [all_outputs]
[design/flow/design.v]
module alu32(a, b, ALUControl, result);
	input wire [31:0]	a, b;
	input wire [3:0]	ALUControl;
	output reg [31:0]	result;
	wire signed [31:0]	a_signed, b_signed;
	assign a_signed = a;
	assign b_signed = b;
	always @(*) begin
		case (ALUControl)
			4'b0000: result <= a + b;
			4'b0001: result <= a - b;
			4'b0010: result <= a & b;
			4'b0011: result <= a | b;
			4'b0100: result <= a ^ b;
			4'b0101: result <= a << b[4:0];								 
			4'b0110: result <= a >> b[4:0];								 
			4'b0111: result <= a >>> b[4:0];							 
			4'b1000: result <= (a == b) ? 1 : 0;						 
			4'b1001: result <= (a < b) ? 1 : 0;							 
			4'b1010: result <= (a_signed < b_signed) ? 1 : 0;			 
			4'b1011: result <= (a >= b) ? 1 : 0;						 
			4'b1100: result <= (a_signed >= b_signed) ? 1 : 0;			 
			4'b1101: result <= (a_signed + b_signed) & 32'hFFFFFFFE;	 
			default: result <= 32'hx;
		endcase
	end
endmodule
==> job_summary.md <==
## Implementation flow summary

| Metric | Value |
|---|---|
| Status | complete, no violations |
| Dpl ws | about 3.0 ns |
| Clock buffers | 0 |
| Tool warning count | 98 |
| Critical-path top delay cell | buf_4 |
| CP peak stage delay | 0.57 ns |
| All-Layer GR Usage | 0.370 |
| Delay-heaviest family, CP | AND-OR/OR-AND gates |
| Post-CTS Setup Bufs | 0 |
| Worst Path Buf+Inv | 4 |
| Total gr overflow | 0 |
| Critical path data arrival time | between 7 and 8 ns |
| GP Congestion | slightly above 1 |
| Antenna diodes | 0 |
| Syn_area_per_cell | approximately 6.8 µm² |
| Commonest cells after routing, fill and taps aside | nor2_1 (152), a21oi_1 (117), inv_1 (99), ha_1 (98), clkdlybuf4s50_1 (96) |
| CP max FO | roughly 60 |
| Largest net degree at the start of global routing | between 60 and 70 |
| Post-cts hold buffer count | 0 |
| CP Class | primary input to output port |
| CORE AREA | 20,400 µm² |
| Port Buffers | 100 |
| Initial DRC Count | slightly above 1,000 |
| Flop count | 0 |
| Total leakage power | between 0.003 and 0.004 µW |
| Resize count post-CTS | 0 |
| DR vias/cell | roughly 6.7 |
| Critical Path Start Type | primary input |
| Max-Cap Viols | 0 |
| Final Max Tran Viols | 0 |
| Final setup vio count | 0 |
| Layout area overhead | 12.4% |
| Die H | between 100 and 150 µm |
| RSZ-0062 raised after global routing | no |
| Fraction of layout cells with a size suffix above 1 | 0.0727 |
| Tot Pwr | 465 µW |
| Post-synthesis sequential area ratio | 0 |
| Final tally of hold violations | 0 |
| Rel. slew slack | 0.448 |
| Cell type with the largest total area | ha_1 |
| Hold Path Class | primary input to output port |
| DRC | 0 |
| Fin util | 0.461 |
| Initial antenna violation count | 0 |
| IO Count | around 100 |
| Critical Path RT | between 10 and 15 ns |
| Cell Type Count | ~86 |
| Cell area power density | 49.6 nW/µm² |
| Wirelength, routed | 39,600 µm |
| Ys cells | 1,236 |
| Setup TNS | 0 ns |
| Commonest Layout Cell | nor2_1 |
| FMAX | between 100 and 150 MHz |
| Routed Antenna Nets | 0 |
| Tcrit/Tclk final | 0.771 |
| Slew @ Worst Pin | approximately 0.8 ns |
| Post-route setup slack | 2.89 ns |
| First-pass DRT Iterations | 5 |
| Yosys warns | 1 |
| CP endpoint kind | output port |
| Minimum clock period | ~9.7 ns |
| Area share, top type | 0.147 |
| Via count | 10,200 |
| Post-DR wirelength/cell | ~26 µm |
| FP Rows | approximately 52 |
| FF+latch area | 0 µm² |
| Vias in the first global route | 9,215 |
| First-pass GRT wire length | slightly below 60,000 µm |
| Cell area leaders | ha_1 (15%), mux4_2 (9.7%), a21oi_1 (7.0%) |
| Initial Util | 0.410 |
| Gate Count Post-Synth | ~1,200 |
| WHS | approximately 6.3 ns |
| Worst-path cell chain | buf_2 > buf_4 > inv_2 > ha_1 > a211oi_1 > o21ai_1 > o311ai_2 > a211o_1 > a211oi_1 > o21ai_1 > nand2_1 > xnor2_1 > o41ai_1 > a221oi_1 > clkdlybuf4s50_1 |
| VDD IR max | 0.0000179 V |
| Detailed Place HPWL | about 31,000 µm |
| Mapped cell area | roughly 8400 µm² |
| Chip area | ~21,000 µm² |
| DIE WIDTH | 146 µm |
| Yosys Chip Area | 8350 µm² |
[final timing paths]
kind / start / to / slack (ns) / cells after the start
setup / recovery: b[1] / result[27] / 2.89 / 15
hold / removal: ALUControl[0] / result[27] / 6.33 / 4
[through the flow]
stage	instance area [µm²]	instances
2_1_floorplan	8350	1236
3_3_place_gp	9390	1536
3_5_place_dp	9390	1536
4_1_cts	9390	1536
5_1_grt	9390	1536
6_report	9390	1536
[routing by layer]
metal  track usage  share of wire  up-vias
met2         0.519           0.42      563
met3        0.0701           0.11       48
li1              -              -     4703
met4        0.0667          0.020        0
met5             0              0        -
met1         0.590           0.45     4914
[layout make-up]
| type | instances | area (µm²) |
|---|---|---|
| tap | 270 | 338 |
| timing repair buffer | 119 | 1130 |
| fill | 2149 | 11000 |
| multi-input combinational | 1040 | 7520 |
| inverter | 107 | 404 |
[cells in the mapped netlist, types with 12 or more instances]
library cell	count
a221oi_1	25
clkbuf_1	49
a221o_1	21
o211ai_1	21
nand3_1	32
buf_2	17
ha_1	98
a22oi_1	16
mux2i_1	40
a21o_1	15
o21ai_0	84
inv_1	99
o22ai_1	22
o221ai_1	17
a211oi_1	15
nand2b_1	13
a21oi_1	117
a211o_1	13
nor3_1	30
mux4_2	36
nor2_1	152
nand2_1	93
o21ai_1	25
o21bai_1	12
a31oi_1	12
[power breakdown]
group / switching, µW / internal, µW / total, µW
sequential: 0 / 0 / 0
combinational: 281 / 184 / 465
clock: 0 / 0 / 0
[cell families after synthesis]
kind of cell	after synthesis	share of synthesized area
buffers and inverters	196	0.102
AND-OR/OR-AND	481	0.390
AND/OR/NAND/NOR	377	0.204
XOR/XNOR	3	0.00315
multiplexers	79	0.149
adder cells (fa/ha/maj)	100	0.152
Power figures rest on the tool's default switching activity, not on a simulated workload.
