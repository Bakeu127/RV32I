==> design/flow/run.sh <==
#!/bin/bash
# OpenROAD 26Q1-2900-gdf79404cd8, Yosys 0.63+post, stock flow scripts
make -C /OpenROAD-flow-scripts/flow DESIGN_CONFIG=/design/flow/config.mk WORK_HOME=/design/flow/orfs finish
==> design/flow/config.mk <==
export PLATFORM = sky130hd
export DESIGN_NAME = regfile
export DESIGN_NICKNAME = regfile
export VERILOG_FILES = /design/flow/design.v
export SDC_FILE = /design/flow/constraint.sdc
export NUM_CORES = 4
export LEC_CHECK = 1
export CORE_UTILIZATION = 50
==> design/flow/constraint.sdc <==
current_design regfile

set clk_period 11.4
set clk_io_pct 0.2

create_clock -name clk0 -period $clk_period [get_ports {clk}]

set non_clock_inputs [all_inputs -no_clocks]
set_input_delay [expr $clk_period * $clk_io_pct] -clock clk0 $non_clock_inputs
set_output_delay [expr $clk_period * $clk_io_pct] -clock clk0 [all_outputs]
==> design/flow/design.v <==
module regfile(rs1, rs2, wrs3, rd, we, clk, reset, rdout1, rdout2);
	input wire 				clk, we, reset;
	input wire [4:0]		rs1, rs2, rd;
	input wire [31:0]		wrs3;
	output wire [31:0]		rdout1, rdout2;
	reg [31:0] x [31:0];
	integer i;
	initial begin
		for (i = 0; i < 31; i = i + 1) begin
			x[i] <= 32'b00000000000000000000000000000000;;
		end		
	end
	assign rdout1 = x[rs1];
	assign rdout2 = x[rs2];
	always @(negedge clk) begin
		 if (we) begin			 
			x[rd] <= wrs3;						 
		end 
	end
endmodule
==> job_summary.md <==
## Synthesis and layout report

| Metric | Value |
|---|---|
| Status | finished clean |
| Core region area | just under 100000 um2 |
| Beginning of the critical path | x[3][14] |
| Slowest-stage cell, CP | clkdlybuf4s50_1 |
| Vias/cell | between 5 and 6 |
| Worst Setup EP | rdout1[14] |
| Area Overhead vs Synth | 21.2% |
| Final ANT Viol Nets | 0 |
| Slew margin rel. | approximately a third |
| WP buf/inv | 1 |
| First-pass GRT wire length | around 220000 um |
| MI comb area | ~17000 um2 |
| Max reg flops | approximately 1.0k |
| Synthesized instance count | about 3.4k |
| Initial DRC count | around 2.1k |
| Yosys stat cell total | between 3k and 4k |
| Critical path depth | 6 |
| Initial antenna violation count | 5 |
| Antenna fix cells | 0 |
| Ys Warns | 1 |
| Main logic family | multiplexers |
| Worst Max-Slew Pin Slew | approximately 1000 ps |
| Yosys cell types | 24 |
| CP startpoint kind | flop |
| Seq share, synth | between 60% and 70% |
| Setup_tns | 0 ps |
| MUX area fraction | 21.0% |
| Drt drc | 0 |
| Pin count of the biggest net entering global routing | about 100 |
| HP Class | in -> out |
| Port buffer count | approximately 110 |
| Filler cells | 6887 |
| Slowest stage delay, CP | between 500 and 600 ps |
| Rows | 114 |
| All-Layer GR Usage | 34.0% |
| And+or+nand+nor area frac | about 4.7% |
| Regs by FF count | x x1024 |
| Die Ht | between 300 and 400 um |
| Total CTS buffers | 113 |
| Tool warning count | between 1k and 1.5k |
| CTS tree | done |
| DR pass1 iterations | 5 |
| Sequential cell area | about 31000 um2 |
| Vias in the first global route | about 38k |
| Hold buffer count at cts | 0 |
| DR vias | ~35k |
| WS Path Type | reg -> out |
| Cts repair resizes | 0 |
| # clock sinks | roughly 1.0k |
| Die area | ~99000 um2 |
| Layout cell share with drive strength beyond 1 | about 7.7% |
| Leading area contributor after synthesis | edfxtp_1 |
| Post-Route WL | 152000 um |
| Yosys xor share | 0% |
| IO Count | 114 |
| Compound-Gate Fraction of Synth Area | a little over 8% |
| End-of-flow core utilization | just over 60% |
| Top cells by area | edfxtp_1, mux2i_1, a22oi_1 |
| Worst Path Required | just over 9000 ps |
| Yosys reg bits | around 1k |
| # H-tree levels | 3 |
| Die W | between 300 and 400 um |
| Clock slew at reported path FFs | 30 ps |
| Routability congestion estimate | 0.864 |
| Delay-heaviest family, CP | AND-OR/OR-AND gates |
| Synthesis area per yosys | 48800 um2 |
| GRT overflow | 0 |
| DPL Wire Length | between 80000 and 90000 um |
| Final setup fails | 0 |
| CTS Buffer Depth | 3 |
| Floorplan core density | between 50 and 60% |
| Critical Path End Type | output port |
| Worst VDD drop | between 0.1 and 0.15 mV |
| Leak Pwr | around 26 nW |
| Largest Register | x |
| Count of final max-slew check failures | 0 |
| CP Cell Sequence | mux2i_1 > a22o_1 > nor3_1 > a31oi_1 > nand3_1 > clkdlybuf4s50_1 |
| RSZ-0062 raised after global routing | no |
| CTS root buf | clkbuf_16 |
| CP arrival | roughly 8500 ps |
| Power Density | 170 nW/um2 |
| Fa+ha+maj area frac | 0% |
| CP max FO | 2 |
| Mapped cell area | between 40000 and 50000 um2 |
| Area leader share | between 60% and 70% |
| Final tally of hold violations | 0 |
| DR WL/cell | 25.9 um |
| Postcts setup bufs | 0 |
| Max Cap Viol | 0 |
| Syn Area/Cell | 14.4 um2 |
## power breakdown
| part | internal, mW | total (mW) | switching, mW |
|---|---|---|---|
| combinational | 0.289 | 0.776 | 0.487 |
| sequential | 4.23 | 4.24 | 0.0182 |
| clock | 2.69 | 5.01 | 2.33 |
## synthesized netlist by cell type
cell type,n
a21oi_1,192
a22o_1,128
a22oi_1,192
a31oi_1,64
and2_1,2
buf_1,7
buf_2,80
buf_4,52
buf_6,37
clkbuf_1,73
clkbuf_4,4
edfxtp_1,1024
inv_1,1
mux2i_1,1024
nand2_1,195
nand2b_1,4
nand3_1,194
nand3b_1,5
nor2_1,35
nor2b_1,4
nor3_1,64
or2_2,2
or3_1,1
or3b_2,3
## metal layers
metal	up-vias	track usage (%)	routed length, um	share of wire, %
met4	20	14.6	5610	3.7
li1	15600	-	-	-
met2	2092	46.6	69300	46
met3	361	26.3	23900	16
met5	-	2.85	428	0.28
met1	16400	40.4	52900	35
## cell usage in the layout, fill, tap and decap left out
cell type,n
inv_6,3
a22o_1,128
a22oi_1,192
inv_1,1051
clkdlybuf4s50_1,110
buf_4,100
nor3_1,64
bufinv_16,16
nand2_2,2
a31oi_1,64
clkinv_4,2
buf_8,2
nand3b_1,5
clkinvlp_2,30
nand2_1,193
nand3_1,194
or3b_2,3
a21oi_1,192
nand2b_2,4
and2_4,2
nor2_1,1
nor2b_4,4
buf_12,24
or3_1,1
clkbuf_16,117
inv_8,1
inv_4,10
nor2_4,34
mux2i_1,1024
or2_2,2
edfxtp_1,1024
## kinds of logic after synthesis
group | count (synthesis)
buf+inv | 254
simple gates | 509
compound gates | 576
flops | 1024
mux | 1024
## final cells by class
type	instances	area share [%]
flip-flops and latches	1024	52.0
multi-input cells	2109	28.4
clock inverters	1113	7.94
clock buffers	117	4.95
repair buffers	236	4.00
well taps	1276	2.70
## worst min-delay path by stage
stage | cells after the start | from | end | slack, ps
final | 6 | rs2[1] | rdout2[18] | 5950
after global routing | 6 | rs2[1] | rdout2[18] | 5990
after CTS | 6 | rs2[1] | rdout2[18] | 5930
## metrics by stage
stage | cell area, um2 | total power, mW | setup slack (ps) | std cells | hold WS (ps)
after floorplan | 48800 | 5.25 | 986 | 3387 | 4820
after global placement | 51500 | 5.57 | 975 | 4646 | 5930
after detailed placement | 51500 | 5.58 | 941 | 4646 | 5930
after CTS | 59100 | 10.2 | 647 | 5875 | 5930
after global routing | 59100 | 10.7 | 494 | 5875 | 5990
final | 59100 | 10.0 | 646 | 5875 | 5950
Power figures rest on the tool's default switching activity, not on a simulated workload.
