File: run.sh
#!/bin/bash
# OpenROAD 26Q1-2900-gdf79404cd8, Yosys 0.63+post, stock flow scripts
make -C /OpenROAD-flow-scripts/flow DESIGN_CONFIG=/design/flow/config.mk WORK_HOME=/design/flow/orfs finish
File: config.mk
export PLATFORM = sky130hd
export DESIGN_NAME = dmem
export DESIGN_NICKNAME = dmem
export VERILOG_FILES = /design/flow/design.v
export SDC_FILE = /design/flow/constraint.sdc
export NUM_CORES = 4
export LEC_CHECK = 1
export CORE_UTILIZATION = 50
File: constraint.sdc
current_design dmem

set clk_period 18.4
set clk_io_pct 0.2

create_clock -name clk0 -period $clk_period [get_ports {clk}]

set non_clock_inputs [all_inputs -no_clocks]
set_input_delay [expr $clk_period * $clk_io_pct] -clock clk0 $non_clock_inputs
set_output_delay [expr $clk_period * $clk_io_pct] -clock clk0 [all_outputs]
File: design.v
module dmem(a, rd, wd, clk, we, mode, reset);
	input wire 			clk, we, reset;
	input wire [2:0]	mode;
	input wire [31:0]	a, wd;
	output [31:0]	rd;
	reg [31:0] mem [0:31];
	integer i;
	initial begin
		for (i = 0; i < 31; i = i + 1) begin
			mem[i] <= 32'b00000000000000000000000000000000;;
		end		
	end
	always @(negedge clk) begin
		if (we) begin
			case (mode)
				3'b000:	mem[a] <= wd;	                             
				3'b001:	mem[a][15:0] <= wd[15:0];					 
				3'b101:	mem[a][15:0] <= wd[15:0];					 
				3'b010: mem[a][7:0] <= wd[7:0];						 
				3'b110: mem[a][7:0] <= wd[7:0];						 
				default: mem[a] <= wd;	                             
			endcase
		end
	end
	assign rd = (mode == 3'b000 && we == 1'b0) ? mem[a] :                         
             (mode == 3'b001 && we == 1'b0) ? {{16{1'b0}}, mem[a][15:0]} :        
             (mode == 3'b101 && we == 1'b0) ? {{16{mem[a][15]}}, mem[a][15:0]} :  
             (mode == 3'b010 && we == 1'b0) ? {{24{1'b0}}, mem[a][7:0]} :         
             (mode == 3'b110 && we == 1'b0) ? {{24{mem[a][7]}}, mem[a][7:0]} :    
             32'bz;                                               
endmodule
==> impl_metrics.py <==
# Physical implementation metrics
metrics = {
    "synthesis": {
        "yosysTopAreaCellShare_pct": 77.2,
        "edf_count": 1024,
        "yosys.cell_types.count": 58,
        "synth_flop_count": 1024,
        "ys_cells": 2067,
        "ys.flop_type": "edfxtp_1",
        "synthArstFlopShare_pct": 0,
        "area_leaders": "edfxtp_1, mux2i_1, mux4_2, o22ai_1, nor2_1",
        "synth_top_cell_by_area": "edfxtp_1",
        "ys_seq_share_pct": 77.2,
        "ys_area_mm2": 0.0398,
        "netlist_area_mm2": 0.0398,
        "ys_warn_count": 2,
        "avgSynthCellArea_um2": 19.3,
        "synthCells": 2067,
    },
    "status": {
        "status": "completed",
    },
    "critical_path": {
        "end_kind": "primary output",
        "cp_slowest_stage_delay_ns": 0.47,
        "cp_cell_sequence": "mux2i_1 -> o22ai_1 -> nor4_4 -> o2111ai_4 -> a22oi_4 -> buf_4 -> o21ai_0 -> clkdlybuf4s50_1",
        "cp-start-kind": "register",
        "path_class": "register to primary output",
        "crit_buf_inv": 2,
        "crit_family": "AND-OR/OR-AND gates",
        "cp_max_fo": 16,
        "crit_required_ns": 14.72,
        "cp.arrival_ns": 12.72,
        "crit_slowest_cell": "clkdlybuf4s50_1",
    },
    "sta": {
        "setup-tns-final_ns": 0,
        "rsz0062_at_grt": "no",
        "report.final.hold_viol_count": 0,
        "setup_viol": 0,
        "drv_slew": 0,
        "worstMarginPinSlew_ns": 0.942,
        "maxSlewHeadroom_pct": 37.0,
    },
    "global_routing": {
        "antenna_found_initial": 0,
        "globalRouteOverflowTotal": 0,
        "grt_max_degree": 105,
        "track_usage_pct": 28.9,
        "grt_pass1_vias": 26800,
        "grt_pass1_wl_um": 151000,
    },
    "placed_design": {
        "place.gp.congestion": 0.894,
        "dp_hpwl_um": 56200,
        "io_buffers": 73,
        "placed_area_mm2": 0.0421,
    },
    "layout": {
        "drive_gt1_share_pct": 13.3,
        "n_fill_cell": 5443,
        "regMostFlops": "mem",
        "largest_reg_flops": 1024,
        "top_regs": "mem: 1024 flops",
        "final_area_mm2": 0.0498,
        "area_growth_pct": 25.0,
    },
    "floorplanning": {
        "coreArea_mm2": 0.0789,
        "dieArea_mm2": 0.0808,
        "pin_count": 102,
        "floorplan.rows": 103,
        "initCoreUtil_pct": 50.5,
        "fp.dieW_um": 284,
        "chipHeight_um": 284,
    },
    "clock_tree": {
        "clk_pin_slew_ns": 0.03,
        "post_cts_buffers": 0,
        "cts_buffer_depth": 3,
        "htreeDepth": 3,
        "cts_tree": "yes",
        "hold_buffers": 0,
        "cts_buffers": 109,
        "cts.sinks": 1024,
        "cts_resized": 0,
        "root_buffer": "clkbuf_16",
    },
    "power_and_ir_drop": {
        "total_power_w": 0.00603,
        "leakage_nw": 20.6,
        "power_density_mw_per_mm2": 121,
        "ir_drop_uv": 89.3,
    },
    "run": {
        "maxCapViolations": 0,
        "log.warning_count": 1057,
    },
    "routing": {
        "drtAntennaViolNets": 0,
        "drt-initial-drc-count": 1311,
        "routed-via-count": 23700,
        "viasPerCell": 5.40,
        "dr.pass1.iters": 5,
        "wl_per_cell_um": 23.3,
        "post-route-drc-count": 0,
        "routed_wl_um": 102000,
        "antenna-diode-count": 0,
    },
    "worst_hold_path": {
        "hold_path_class": "input port to primary output",
    },
}
[per-stage QoR]
| stage | worst slack, ns | util, % | hold slack [ns] | std cells |
|---|---|---|---|---|
| finish | 2.00 | 63.1 | 8.63 | 4390 |
| global route | 1.78 | 63.1 | 8.66 | 4390 |
| global placement | 2.21 | 53.3 | 8.64 | 3167 |
| floorplan | 3.03 | - | 7.47 | 2067 |
| detailed placement | 2.15 | 53.3 | 8.64 | 3167 |
| CTS | 1.94 | 63.1 | 8.65 | 4390 |
[final cells by class]
cell class	instances	area (µm²)	area share, %
inverters	1	3.75	0.00754
repair buffers	173	1500	3.02
multi-input cells	918	8480	17.0
clock buffers	109	2730	5.48
well taps	1050	1310	2.64
flip-flops and latches	1024	30700	61.8
clock inverters	1115	4980	10.0
[layout by cell type (no fill, tap or decap), types with 4 or more instances in the layout]
master              n
inv_1            1044
edfxtp_1         1024
mux2i_1           310
o22ai_1           127
nor2_1            113
clkbuf_16         109
mux4_2            103
buf_4              99
clkdlybuf4s50_1    71
a22oi_1            37
clkinvlp_2         33
nor2_2             32
nand2_1            31
bufinv_16          26
nor3_1             25
o211ai_1           17
nor4_1             16
nand2b_1           12
o21ai_2            10
o21ai_0             9
a21oi_1             5
nand4_1             5
inv_4               5
or4b_1              4
nand4bb_1           4
o2111ai_1           4
inv_6               4
[path summary, 6_finish.rpt]
kind | start | cells past startpoint | end | slack [ns]
setup / recovery | mem[6][7] | 8 | rd[19] | 2.00
hold / removal | a[1] | 5 | rd[3] | 8.63
[cell usage after synthesis, drive strengths merged, types with 2 or more instances]
| cell type | n |
|---|---|
| nand3 | 3 |
| buf | 86 |
| o2111a | 2 |
| nor3 | 27 |
| or3b | 2 |
| or3 | 2 |
| inv | 2 |
| o211ai | 17 |
| and3 | 2 |
| nand3b | 3 |
| clkbuf | 37 |
| mux2 | 2 |
| o32ai | 2 |
| nand2b | 12 |
| or4b | 4 |
| nor4 | 17 |
| or2 | 2 |
| a21oi | 5 |
| edfxtp | 1024 |
| o22ai | 129 |
| nand4b | 4 |
| mux4 | 103 |
| o21bai | 2 |
| nor2 | 145 |
| nand2 | 31 |
| o21ai | 21 |
| a211oi | 4 |
| nand4 | 6 |
| and4 | 2 |
| nand4bb | 4 |
| or4bb | 2 |
| o2111ai | 5 |
| and2 | 2 |
| mux2i | 310 |
| a22oi | 38 |
[per-layer routing]
| layer | wire length [µm] | global-route usage [%] | share of wire [%] | vias up |
|---|---|---|---|---|
| met5 | 117 | 1.61 | 0.11 | - |
| met4 | 3660 | 13.5 | 3.6 | 4 |
| met3 | 15200 | 21.3 | 15 | 229 |
| met2 | 49100 | 39.7 | 48 | 1338 |
| met1 | 34000 | 35.8 | 33 | 11300 |
| li1 | - | - | - | 10800 |
[power breakdown]
group / internal (W) / leakage [nW] / switching [W]
Sequential: 0.00261 / 9.22 / 0.00000444
Combinational: 0.0000985 / 4.07 / 0.000159
Clock: 0.00174 / 7.33 / 0.00143
[cells by family after synthesis]
logic type | synth area share (%)
compound gates | 4.03
xor+xnor | 0.0220
buf+inv | 1.71
flops | 77.2
mux | 13.7
simple gates | 3.35
Power is estimated from default activity; no workload was simulated.
